`design/flow/run.sh`:
```
#!/bin/bash
# OpenROAD 26Q1-2900-gdf79404cd8, Yosys 0.63+post, stock flow scripts
make -C /OpenROAD-flow-scripts/flow DESIGN_CONFIG=/design/flow/config.mk WORK_HOME=/design/flow/orfs finish
```
`design/flow/design.v`:
```
module hex_7seg(hex_digit,seg);
input [3:0] hex_digit;
output [6:0] seg;
reg [6:0] seg;
always @ (hex_digit)
case (hex_digit)
		4'h0: seg = ~7'h3F;      
		4'h1: seg = ~7'h06; 	 
		4'h2: seg = ~7'h5B; 	 
		4'h3: seg = ~7'h4F; 	 
		4'h4: seg = ~7'h66; 	 
		4'h5: seg = ~7'h6D; 	 
		4'h6: seg = ~7'h7D; 	 
		4'h7: seg = ~7'h07; 	 
		4'h8: seg = ~7'h7F; 	 
		4'h9: seg = ~7'h67; 	 
		4'ha: seg = ~7'h77;
		4'hb: seg = ~7'h7C;
		4'hc: seg = ~7'h39;
		4'hd: seg = ~7'h5E;
		4'he: seg = ~7'h79;
		4'hf: seg = ~7'h71;
endcase
endmodule
module segmentlab1(
  input  CLOCK_50,
  input  [3:0]  KEY,
  input  [17:0]  SW,
  output  [6:0]  HEX0, HEX1, HEX2, HEX3, HEX4, HEX5, HEX6, HEX7,
  output  [8:0]  LEDG,   
  output  [17:0]  LEDR,  
  inout  [35:0]  GPIO_0, GPIO_1
);
assign  GPIO_0    =  36'hzzzzzzzzz;
assign  GPIO_1    =  36'hzzzzzzzzz;
assign LEDR[17:0] = SW[17:0];
assign LEDG[8:0] = 0;
reg [15:0] A;
hex_7seg dsp0(A[3:0],HEX0);
hex_7seg dsp1(A[7:4],HEX1);
hex_7seg dsp2(A[11:8],HEX2);
hex_7seg dsp3(A[15:12],HEX3);
wire [6:0] blank = ~7'h00; 
assign HEX4 = blank;
assign HEX5 = blank;
assign HEX6 = blank;
assign HEX7 = blank;
always @(negedge KEY[3])
	A <= SW[15:0];
endmodule
```
`design/flow/config.mk`:
```
export PLATFORM = sky130hd
export DESIGN_NAME = segmentlab1
export DESIGN_NICKNAME = segmentlab1
export VERILOG_FILES = /design/flow/design.v
export SDC_FILE = /design/flow/constraint.sdc
export NUM_CORES = 4
export LEC_CHECK = 1
export CORE_AREA = 10 10 108 108
export DIE_AREA = 0 0 118 118
```
`design/flow/constraint.sdc`:
```
current_design segmentlab1

set clk_period 1.1
set clk_io_pct 0.2

create_clock -name clk0 -period $clk_period [get_ports {KEY}]

set non_clock_inputs [all_inputs -no_clocks]
set_input_delay [expr $clk_period * $clk_io_pct] -clock clk0 $non_clock_inputs
set_output_delay [expr $clk_period * $clk_io_pct] -clock clk0 [all_outputs]
```
==> flow_summary.json <==
{
  "status": "finished, violations left",
  "violations": "setup timing",
  "ys_async_sr_fraction": 0,
  "power.leakage_uw": 0.001910,
  "wl_per_cell_um": 11.31,
  "synth_cells": 296,
  "clkTransAtPathRegs_ns": 0.04,
  "cts_hold_buf": 0,
  "grt_pass1_wl_um": 9625,
  "cp-end-kind": "output pin",
  "antenna_found_initial": 0,
  "ys_types": 33,
  "p_total_uw": 2882,
  "drc_errors": 0,
  "yosysChipArea_um2": 2510,
  "fin_ws_ns": -0.3919,
  "avgViaCountPerCell": 3.587,
  "antennaDiodeCount": 0,
  "die-area_um2": 13920,
  "dp_hpwl_um": 5032,
  "ys_sh_adder": 0.1196,
  "vias": 1955,
  "edf_count": 0,
  "synth_seq_share": 0.2233,
  "synthFlopType": "dfxtp_1",
  "critPathKind": "flip-flop to output pin",
  "gp_congestion": 0.7870,
  "clockBufferDepth": 2,
  "cts_buffers": 3,
  "ioPinCount": 178,
  "routed_wl_um": 6166,
  "top_cell": "buf_4",
  "cp-start-kind": "flip-flop",
  "utilization": 0.3981,
  "hold_violations": 0,
  "cp.arrival_ns": 1.27,
  "htree_num_levels": 1,
  "cp_num_buf_inv": 1,
  "ys_sh_simple": 0.07228,
  "rsz0062_at_grt": "yes",
  "die_x_um": 118,
  "cp_num_cells": 1,
  "fp-utilization": 0.2704,
  "yosys_warnings": 4,
  "yosys_cells": 296,
  "synth-seq-cells": 28,
  "ant_nets": 0,
  "vdd_ir_drop_max_mv": 0.3254,
  "syn_to_final_growth_pct": 47.26,
  "cpLargestDelayFamily": "flip-flops",
  "cts_tree": "done",
  "top_cells_by_count": "buf_4 (127), dfxtp_1 (28), ha_1 (24)",
  "layout-drive-gt1-share": 0.4111,
  "top_cell_area_share": 0.3799,
  "dieHeight_um": 118,
  "cp_cell_sequence": "buf_2",
  "root_buffer": "clkbuf_8",
  "mux_share": 0.04536,
  "port_buffers": 60,
  "slew_violations": 0,
  "syn_area_um2": 2510,
  "worstPathMaxFanout": 1,
  "syn-mean-instance-area_um2": 8.479,
  "yosys.area_share.xor_xnor": 0,
  "grt.total_usage": 0.07933,
  "cap_viol_max_count": 0,
  "synth.area.top_cells": "buf_4 (38%), dfxtp_1 (22%), ha_1 (12%)",
  "hold_path.class": "input pin to output pin",
  "slowest_delay_ns": 0.30,
  "top_logic_kind": "buffers and inverters",
  "rows": 35,
  "first_global_vias": 2125,
  "overflow": 0,
  "required_ns": 0.88,
  "first_pass_iters": 4,
  "min_path_cells": 0,
  "drtIter0Drc": 62,
  "setup_viol": 56,
  "top_area_cell": "buf_4",
  "fill_cells": 906,
  "grt_max_degree": 15,
  "warning_count": 100,
  "coreArea_um2": 9284,
  "numClockSinks": 28,
  "hold_slack_ns": 0.4400,
  "power.density_nw_per_um2": 779.7,
  "crit_slowest_cell": "dfxtp_2",
  "ys_sh_aoi": 0.1186
}
cells in the final DEF, fill, tap and decap left out, types with 3 or more instances in the layout:
cell type | Yosys | routed
nor2b_4 | 0 | 3
nor2_1 | 16 | 13
mux2_4 | 0 | 3
dlymetal6s2s_1 | 0 | 3
clkbuf_8 | 0 | 3
o32ai_2 | 0 | 3
buf_6 | 1 | 20
a21oi_2 | 0 | 3
a22o_1 | 5 | 5
inv_1 | 14 | 32
or3_1 | 3 | 3
o21ai_1 | 1 | 6
dfxtp_2 | 0 | 4
conb_1 | 2 | 109
clkdlybuf4s50_1 | 0 | 7
a21oi_1 | 7 | 3
clkinvlp_4 | 0 | 3
dlygate4sd2_1 | 0 | 5
buf_2 | 4 | 28
ha_4 | 0 | 20
mux2i_1 | 8 | 7
inv_2 | 1 | 3
dfxtp_1 | 28 | 24
o31ai_1 | 5 | 5
nor2_2 | 1 | 4
o21ai_2 | 0 | 7
nand2_1 | 6 | 6
buf_4 | 127 | 42
buf_12 | 0 | 4
buf_8 | 0 | 6
worst paths after layout:
path	startpoint	end	slack [ns]
worst max-delay path	HEX2[6]	HEX2[6]	-0.39
worst min-delay path	SW[16]	LEDR[16]	0.44
area by class of cell:
class	count	area, um2	area share
clock buffer	3	41.29	0.01117
clock inverter	28	105.1	0.02844
inverter	14	92.59	0.02505
multi-input combinational	226	1707	0.4617
sequential	28	565.5	0.1530
tap	129	161.4	0.04367
timing repair buffer	117	1023	0.2769
kinds of logic (layout without fill, tap and decap cells):
group                      count (synthesis)  in the layout
DFF                                       28             28
AOI/OAI and AO/OA                         45             45
buffers and inverters                    149            162
adders and majority gates                 24             24
muxes                                     11             11
and+or+nand+nor                           37             37
other                                      2            109
through the flow:
step | worst slack [ns] | cell area (um2) | TNS, ns | std cells
final | -0.3919 | 3696 | -16.83 | 545
after global routing | -0.4734 | 3696 | -18.54 | 545
after CTS | -0.4359 | 3620 | -17.89 | 547
after detailed placement | -1.130 | 3262 | -49.18 | 504
after global placement | -1.116 | 3262 | -48.92 | 504
after floorplan | -0.4897 | 3141 | -10.01 | 403
timing repair:
item | in CTS | in global routing
setup buffers | 13 | 0
endpoints found under the setup margin | 72 | 62
resized | 250 | 27
cloned | 1 | 0
endpoints found under the hold margin | 0 | 0
pin swaps | 29 | 20
power breakdown:
part,internal (uW),total [uW],switching [uW]
combinational,545,939,395
sequential,1120,1140,18.4
clock,376,803,427
total,2040,2880,840
routing by layer:
layer,part of all wire,global-route usage,wire (um)
met2,0.49,0.1367,3020
met5,0,0,0
met1,0.44,0.09340,2737
met4,0.0034,0.01623,21
met3,0.063,0.02674,386
registers in the layout, summed over array words and instances, names as in the netlist:
register / cells
HEX2: 7
HEX1: 7
HEX0: 7
HEX3: 7
Power is estimated from default activity; no workload was simulated.
