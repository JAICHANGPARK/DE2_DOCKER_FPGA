==> design.v <==
module hex_7seg(hex_digit,seg);
input [3:0] hex_digit;
output [6:0] seg;
reg [6:0] seg;
always @ (hex_digit)
case (hex_digit)
		4'h0: seg = ~7'h3F;      
		4'h1: seg = ~7'h06; 	 
		4'h2: seg = ~7'h5B; 	 
		4'h3: seg = ~7'h4F; 	 
		4'h4: seg = ~7'h66; 	 
		4'h5: seg = ~7'h6D; 	 
		4'h6: seg = ~7'h7D; 	 
		4'h7: seg = ~7'h07; 	 
		4'h8: seg = ~7'h7F; 	 
		4'h9: seg = ~7'h67; 	 
		4'ha: seg = ~7'h77;
		4'hb: seg = ~7'h7C;
		4'hc: seg = ~7'h39;
		4'hd: seg = ~7'h5E;
		4'he: seg = ~7'h79;
		4'hf: seg = ~7'h71;
endcase
endmodule
module diglab1(
  input  CLOCK_50,
  input  [3:0]  KEY,
  input  [17:0]  SW,
  output  [6:0]  HEX0, HEX1, HEX2, HEX3, HEX4, HEX5, HEX6, HEX7,
  output  [8:0]  LEDG,   
  output  [17:0]  LEDR,  
  inout  [35:0]  GPIO_0, GPIO_1
);
assign  GPIO_0    =  36'hzzzzzzzzz;
assign  GPIO_1    =  36'hzzzzzzzzz;
assign LEDR[17:0] = SW[17:0];
assign LEDG[8:0] = 0;
reg [15:0] A;
hex_7seg dsp0(A[3:0],HEX0);
hex_7seg dsp1(A[7:4],HEX1);
hex_7seg dsp2(A[11:8],HEX2);
hex_7seg dsp3(A[15:12],HEX3);
wire [6:0] blank = ~7'h00; 
assign HEX4 = blank;
assign HEX5 = blank;
assign HEX6 = blank;
assign HEX7 = blank;
always @(negedge KEY[3])
	A <= SW[15:0];
endmodule
==> run.sh <==
#!/bin/bash
# OpenROAD 26Q1-2900-gdf79404cd8, Yosys 0.63+post, stock flow scripts
make -C /OpenROAD-flow-scripts/flow DESIGN_CONFIG=/design/flow/config.mk WORK_HOME=/design/flow/orfs finish
==> constraint.sdc <==
current_design diglab1

set clk_period 1.5
set clk_io_pct 0.2

create_clock -name clk0 -period $clk_period [get_ports {KEY}]

set non_clock_inputs [all_inputs -no_clocks]
set_input_delay [expr $clk_period * $clk_io_pct] -clock clk0 $non_clock_inputs
set_output_delay [expr $clk_period * $clk_io_pct] -clock clk0 [all_outputs]
==> config.mk <==
export PLATFORM = sky130hd
export DESIGN_NAME = diglab1
export DESIGN_NICKNAME = diglab1
export VERILOG_FILES = /design/flow/design.v
export SDC_FILE = /design/flow/constraint.sdc
export NUM_CORES = 4
export LEC_CHECK = 1
export CORE_AREA = 10 10 98 98
export DIE_AREA = 0 0 108 108
==> flow_summary.ini <==
; flow metrics
[outcome]
outcome = complete, but fails checks
failed_checks = negative setup slack

[global_routing]
grt_overflow_total = 0
grt_pass1_vias = 2222
antenna_found_initial = 0
grt_usage_pct = 9.722
grt_pass1_wl_um = 9735
grt_start_max_net_pins = 16

[synth]
yosysChipArea_um2 = 2510
ys.flops = 28
synth_seq_share_pct = 22.33
edf_count = 0
top_cell = buf_4
largest_area_cell = buf_4
yosys-stat-cells = 296
syn_inst = 296
syn_area_um2 = 2510
ys.warnings.count = 4
top_cells_by_count = 127 x buf_4, 28 x dfxtp_1, 24 x ha_1
top_area_share_pct = 37.99
avgSynthCellArea_um2 = 8.479
yosys.cell_types.count = 33
synthArstFlopShare_pct = 0
topCellsByArea = buf_4 38%, dfxtp_1 22%, ha_1 12%
ff_type = dfxtp_1

[power]
p_clk_share_pct = 29.0
irDropWorstVdd_uv = 271.2
p_sw_uw = 630.9
power.density_nw_per_um2 = 595.5
swShare_pct = 29.98
p_int_uw = 1473
seq_power_share_pct = 39.7
combPwrFrac_pct = 31.2
p_leak_uw = 0.001820

[floorplanning]
ios = 178
initial_core_util_pct = 32.82
dieArea_um2 = 11660
core_um2 = 7647
fp-row-count = 32
die_width_um = 108
die_h_um = 108

[clocking]
cts_buffers = 3
htree_num_levels = 1
cts_tree = built
clkSlewWorstSetupHoldPaths_ps = 30
cts_buffer_depth = 2
cts.sinks = 28
cts_root_buf = clkbuf_8

[critical_path]
cp_num_buf_inv = 1
cp.arrival_ps = 1480
path_delay_family = flip-flops
crit_fanout = 1
critPathCaptureType = output port
worstPathCellList = buf_2
crit_slowest_cell = dfxtp_2
critical_path_required_ps = 1200
cpPeakStageDelay_ps = 310
crit_type = reg2out
cp-start-kind = register

[detailed_routing]
firstDrtPassIters = 4
vias = 1975
drtIter0Drc = 52
ant_nets = 0
drc = 0
via_per_inst = 3.850
antenna_cells_inserted = 0
wire_per_inst_um = 12.08
routed_wl_um = 6197

[timing]
fin_ws_ps = -277.8
finalMaxSlewViolations = 0
hold_violations = 0
setup_viol = 54
rsz0062_at_grt = true

[final_layout]
drive_above_1_share_pct = 39.66
logic_area_um2 = 1698
ff_latch_area_um2 = 564.3
fillers = 722
area_delta_synth_final_pct = 40.78
fin_cells = 513

[placed_design]
place_inst = 473
gp_congestion = 0.8520
detailed_place_hpwl_um = 4895
port_buffers = 60
pre_cts_ws_ps = -1011

[job]
warning_count = 106
cap_violations = 0

[min_path]
min_path_type = in2out
==> routing by layer <==
layer	GRT usage, %	up-vias	routed length, µm
met5	0	-	0
met4	2.672	0	13
met3	4.819	3	704
met2	14.91	113	2798
met1	11.87	892	2680
li1	-	967	-
==> layout make-up <==
type / count / share of cell area (%)
clock inverters: 29 / 3.116
flip-flops and latches: 28 / 15.97
repair buffers: 111 / 25.46
multi-input cells: 226 / 48.05
well taps: 102 / 3.612
clock buffers: 3 / 1.169
inverters: 14 / 2.620
==> kinds of logic (layout without fill, tap and decap cells) <==
| group | after synthesis | in the layout | synth area share (%) |
|---|---|---|---|
| flip-flops | 28 | 28 | 22.33 |
| AND/OR/NAND/NOR | 37 | 37 | 7.229 |
| adder cells (fa/ha/maj) | 24 | 24 | 11.96 |
| multiplexers | 11 | 11 | 4.536 |
| other | 2 | 109 | 0.2992 |
| AND-OR/OR-AND | 45 | 45 | 11.86 |
| buffers and inverters | 149 | 157 | 41.77 |
==> power by group through the flow <==
stage         Combinational (µW)  Sequential (µW)  Clock, µW
finish                       657              836        611
global route                 740              839        859
CTS                          639              835        735
==> path summary, 6_finish.rpt <==
kind / to / start / cells past startpoint
hold / removal: LEDR[16] / SW[16] / 0
setup / recovery: HEX0[3] / HEX0[3] / 1
==> cells in the final DEF (no fill, tap or decap), drive strengths merged, types with 6 or more instances in the layout <==
cell and count:
mux2i 8, nor2 17, o21ai 15, buf 90
nand2 6, conb 109, a21oi 7, inv 39
dfxtp 28, clkdlybuf4s50 16, ha 24
==> through the flow <==
stage	hold slack, ps	power [µW]	utilization [%]	area [µm²]	setup TNS, ps
after floorplan	666.4	1414	-	3141	-6652
after global placement	600.0	1597	41.82	3198	-38310
after detailed placement	600.0	1598	41.82	3198	-38430
after CTS	600.0	2209	45.53	3482	-10720
after global routing	600.0	2438	46.20	3533	-11780
final	600.0	2104	46.20	3533	-9881
==> registers in the layout, summed over array words and instances, names as in the netlist <==
signal,flops
HEX1,7
HEX2,7
HEX3,7
HEX0,7
==> repair_timing <==
item / CTS / global route
cloned: 1 / 0
setup buffers: 9 / 1
setup endpoints to repair: 72 / 59
pin swaps: 27 / 20
hold buffers: 0 / 0
resized: 205 / 25
No activity file was given, so power comes from the tool's default toggle rates.
